[/design/flow/design.v]
`default_nettype none
module LCD #(
	parameter	CLOCK_HZ      = 10_000_000,
	parameter	CHANGE_COM_US = 10
)(
	input  wire       Clock,
	input  wire       Reset,
	input  wire [7:0] Digit3_i,  
	input  wire [7:0] Digit2_i,
	input  wire [7:0] Digit1_i,
	input  wire [7:0] Digit0_i,
	output wire [3:0] ComPWM_o,
	output wire [7:0] SegPWM_o
);
	wire [3:0] Voltage;
	LCD_PWM LCD_PWM_inst(
		.Clock(Clock),
		.Reset(Reset),
		.Voltage0_o(Voltage[0]),
		.Voltage1_o(Voltage[1]),
		.Voltage2_o(Voltage[2]),
		.Voltage3_o(Voltage[3])
	);
	wire ChangeState;
	StrobeGenerator #(
		.CLOCK_HZ(CLOCK_HZ),
		.PERIOD_US(CHANGE_COM_US)
	) StrobeGenerator0(
		.Clock(Clock),
		.Reset(Reset),
		.Enable_i(1'b1),
		.Strobe_o(ChangeState)
	);
	reg [2:0] State  ;
	localparam [2:0] COM_0H = 3'd0;
	localparam [2:0] COM_1H = 3'd1;
	localparam [2:0] COM_2H = 3'd2;
	localparam [2:0] COM_3H = 3'd3;
	localparam [2:0] COM_0L = 3'd4;
	localparam [2:0] COM_1L = 3'd5;
	localparam [2:0] COM_2L = 3'd6;
	localparam [2:0] COM_3L = 3'd7;
	always @(posedge Clock, negedge Reset) begin
		if(!Reset) 
			State <= 0;
		else if(ChangeState)
			State <= State + 1'b1;
	end
	reg [1:0] ComAnalog[0:3];
	reg [1:0] SegAnalog[0:7];
	always @(*) begin
		case(State)
			COM_0H: begin
				ComAnalog[0] = 2'd3;
				ComAnalog[1] = 2'd1;
				ComAnalog[2] = 2'd1;
				ComAnalog[3] = 2'd1;
				SegAnalog[0] = Digit0_i[7] ? 2'd0 : 2'd2;	 
				SegAnalog[1] = Digit0_i[3] ? 2'd0 : 2'd2;	 
				SegAnalog[2] = Digit1_i[7] ? 2'd0 : 2'd2;	 
				SegAnalog[3] = Digit1_i[3] ? 2'd0 : 2'd2;	 
				SegAnalog[4] = Digit2_i[7] ? 2'd0 : 2'd2;	 
				SegAnalog[5] = Digit2_i[3] ? 2'd0 : 2'd2;	 
				SegAnalog[6] = Digit3_i[7] ? 2'd0 : 2'd2;	 
				SegAnalog[7] = Digit3_i[3] ? 2'd0 : 2'd2;	 
			end
			COM_1H: begin
				ComAnalog[0] = 2'd1;
				ComAnalog[1] = 2'd3;
				ComAnalog[2] = 2'd1;
				ComAnalog[3] = 2'd1;
				SegAnalog[0] = Digit0_i[2] ? 2'd0 : 2'd2;	 
				SegAnalog[1] = Digit0_i[4] ? 2'd0 : 2'd2;	 
				SegAnalog[2] = Digit1_i[2] ? 2'd0 : 2'd2;	 
				SegAnalog[3] = Digit1_i[4] ? 2'd0 : 2'd2;	 
				SegAnalog[4] = Digit2_i[2] ? 2'd0 : 2'd2;	 
				SegAnalog[5] = Digit2_i[4] ? 2'd0 : 2'd2;	 
				SegAnalog[6] = Digit3_i[2] ? 2'd0 : 2'd2;	 
				SegAnalog[7] = Digit3_i[4] ? 2'd0 : 2'd2;	 
			end
			COM_2H: begin
				ComAnalog[0] = 2'd1;
				ComAnalog[1] = 2'd1;
				ComAnalog[2] = 2'd3;
				ComAnalog[3] = 2'd1;
				SegAnalog[0] = Digit0_i[1] ? 2'd0 : 2'd2;	 
				SegAnalog[1] = Digit0_i[6] ? 2'd0 : 2'd2;	 
				SegAnalog[2] = Digit1_i[1] ? 2'd0 : 2'd2;	 
				SegAnalog[3] = Digit1_i[6] ? 2'd0 : 2'd2;	 
				SegAnalog[4] = Digit2_i[1] ? 2'd0 : 2'd2;	 
				SegAnalog[5] = Digit2_i[6] ? 2'd0 : 2'd2;	 
				SegAnalog[6] = Digit3_i[1] ? 2'd0 : 2'd2;	 
				SegAnalog[7] = Digit3_i[6] ? 2'd0 : 2'd2;	 
			end
			COM_3H: begin
				ComAnalog[0] = 2'd1;
				ComAnalog[1] = 2'd1;
				ComAnalog[2] = 2'd1;
				ComAnalog[3] = 2'd3;
				SegAnalog[0] = Digit0_i[0] ? 2'd0 : 2'd2;	 
				SegAnalog[1] = Digit0_i[5] ? 2'd0 : 2'd2;	 
				SegAnalog[2] = Digit1_i[0] ? 2'd0 : 2'd2;	 
				SegAnalog[3] = Digit1_i[5] ? 2'd0 : 2'd2;	 
				SegAnalog[4] = Digit2_i[0] ? 2'd0 : 2'd2;	 
				SegAnalog[5] = Digit2_i[5] ? 2'd0 : 2'd2;	 
				SegAnalog[6] = Digit3_i[0] ? 2'd0 : 2'd2;	 
				SegAnalog[7] = Digit3_i[5] ? 2'd0 : 2'd2;	 
			end
			COM_0L: begin
				ComAnalog[0] = 2'd0;
				ComAnalog[1] = 2'd2;
				ComAnalog[2] = 2'd2;
				ComAnalog[3] = 2'd2;
				SegAnalog[0] = Digit0_i[7] ? 2'd3 : 2'd1;	 
				SegAnalog[1] = Digit0_i[3] ? 2'd3 : 2'd1;	 
				SegAnalog[2] = Digit1_i[7] ? 2'd3 : 2'd1;	 
				SegAnalog[3] = Digit1_i[3] ? 2'd3 : 2'd1;	 
				SegAnalog[4] = Digit2_i[7] ? 2'd3 : 2'd1;	 
				SegAnalog[5] = Digit2_i[3] ? 2'd3 : 2'd1;	 
				SegAnalog[6] = Digit3_i[7] ? 2'd3 : 2'd1;	 
				SegAnalog[7] = Digit3_i[3] ? 2'd3 : 2'd1;	 
			end
			COM_1L: begin
				ComAnalog[0] = 2'd2;
				ComAnalog[1] = 2'd0;
				ComAnalog[2] = 2'd2;
				ComAnalog[3] = 2'd2;
				SegAnalog[0] = Digit0_i[2] ? 2'd3 : 2'd1;	 
				SegAnalog[1] = Digit0_i[4] ? 2'd3 : 2'd1;	 
				SegAnalog[2] = Digit1_i[2] ? 2'd3 : 2'd1;	 
				SegAnalog[3] = Digit1_i[4] ? 2'd3 : 2'd1;	 
				SegAnalog[4] = Digit2_i[2] ? 2'd3 : 2'd1;	 
				SegAnalog[5] = Digit2_i[4] ? 2'd3 : 2'd1;	 
				SegAnalog[6] = Digit3_i[2] ? 2'd3 : 2'd1;	 
				SegAnalog[7] = Digit3_i[4] ? 2'd3 : 2'd1;	 
			end
			COM_2L: begin
				ComAnalog[0] = 2'd2;
				ComAnalog[1] = 2'd2;
				ComAnalog[2] = 2'd0;
				ComAnalog[3] = 2'd2;
				SegAnalog[0] = Digit0_i[1] ? 2'd3 : 2'd1;	 
				SegAnalog[1] = Digit0_i[6] ? 2'd3 : 2'd1;	 
				SegAnalog[2] = Digit1_i[1] ? 2'd3 : 2'd1;	 
				SegAnalog[3] = Digit1_i[6] ? 2'd3 : 2'd1;	 
				SegAnalog[4] = Digit2_i[1] ? 2'd3 : 2'd1;	 
				SegAnalog[5] = Digit2_i[6] ? 2'd3 : 2'd1;	 
				SegAnalog[6] = Digit3_i[1] ? 2'd3 : 2'd1;	 
				SegAnalog[7] = Digit3_i[6] ? 2'd3 : 2'd1;	 
			end
			COM_3L: begin
				ComAnalog[0] = 2'd2;
				ComAnalog[1] = 2'd2;
				ComAnalog[2] = 2'd2;
				ComAnalog[3] = 2'd0;
				SegAnalog[0] = Digit0_i[0] ? 2'd3 : 2'd1;	 
				SegAnalog[1] = Digit0_i[5] ? 2'd3 : 2'd1;	 
				SegAnalog[2] = Digit1_i[0] ? 2'd3 : 2'd1;	 
				SegAnalog[3] = Digit1_i[5] ? 2'd3 : 2'd1;	 
				SegAnalog[4] = Digit2_i[0] ? 2'd3 : 2'd1;	 
				SegAnalog[5] = Digit2_i[5] ? 2'd3 : 2'd1;	 
				SegAnalog[6] = Digit3_i[0] ? 2'd3 : 2'd1;	 
				SegAnalog[7] = Digit3_i[5] ? 2'd3 : 2'd1;	 
			end
			default: begin
				ComAnalog[0] = 2'dX;
				ComAnalog[1] = 2'dX;
				ComAnalog[2] = 2'dX;
				ComAnalog[3] = 2'dX;
				SegAnalog[0] = 2'dX;
				SegAnalog[1] = 2'dX;
				SegAnalog[2] = 2'dX;
				SegAnalog[3] = 2'dX;
				SegAnalog[4] = 2'dX;
				SegAnalog[5] = 2'dX;
				SegAnalog[6] = 2'dX;
				SegAnalog[7] = 2'dX;
			end
		endcase
	end
	assign ComPWM_o[0] = Voltage[ComAnalog[0]];
	assign ComPWM_o[1] = Voltage[ComAnalog[1]];
	assign ComPWM_o[2] = Voltage[ComAnalog[2]];
	assign ComPWM_o[3] = Voltage[ComAnalog[3]];
	assign SegPWM_o[0] = Voltage[SegAnalog[0]];
	assign SegPWM_o[1] = Voltage[SegAnalog[1]];
	assign SegPWM_o[2] = Voltage[SegAnalog[2]];
	assign SegPWM_o[3] = Voltage[SegAnalog[3]];
	assign SegPWM_o[4] = Voltage[SegAnalog[4]];
	assign SegPWM_o[5] = Voltage[SegAnalog[5]];
	assign SegPWM_o[6] = Voltage[SegAnalog[6]];
	assign SegPWM_o[7] = Voltage[SegAnalog[7]];
endmodule
`default_nettype wire
`default_nettype none
module LCD_PWM(
	input wire 	Clock,
	input wire 	Reset,
	output wire	Voltage0_o,	 
	output wire	Voltage1_o,	 
	output wire	Voltage2_o,	 
	output wire	Voltage3_o	 
);
	reg [1:0] State  ;
	always @(posedge Clock, negedge Reset) begin
		if(!Reset)
			State <= 2'b00;
		else if(State == 2'b00)
			State <= 2'b01;
		else if(State == 2'b01)
			State <= 2'b11;
		else
			State <= 2'b00;
	end
	assign Voltage0_o = 1'b0;
	assign Voltage1_o = State[1];
	assign Voltage2_o = State[0];
	assign Voltage3_o = 1'b1;
endmodule
`default_nettype wire
`default_nettype none
module StrobeGenerator #(
	parameter	CLOCK_HZ	= 10_000_000,
	parameter	PERIOD_US	= 100
)(
	input wire  Clock,
	input wire  Reset,
	input wire  Enable_i,
	output reg  Strobe_o
);
	localparam DELAY = (CLOCK_HZ / 1_000_000) * PERIOD_US - 1;
	localparam WIDTH = $clog2(DELAY + 1);
	initial begin
		if(DELAY <= 0)
			$fatal(0, "Wrong DELAY value: %d", DELAY);
	end
	reg [WIDTH-1:0] Counter;
	always @(posedge Clock, negedge Reset) begin
		if(!Reset) begin
			Counter      <= DELAY;
			Strobe_o     <= 1'b0;
		end else if(Enable_i) begin
			if(!Counter) begin
				Counter  <= DELAY;
				Strobe_o <= 1'b1;
			end else begin
				Counter  <= Counter - 1'b1;
				Strobe_o <= 1'b0;
			end 
		end else begin
			Counter <= DELAY;
		end
	end
endmodule
`default_nettype wire
[/design/flow/run.sh]
#!/bin/bash
# OpenROAD 26Q1-2900-gdf79404cd8, Yosys 0.63+post, stock flow scripts
make -C /OpenROAD-flow-scripts/flow DESIGN_CONFIG=/design/flow/config.mk WORK_HOME=/design/flow/orfs finish
[/design/flow/config.mk]
export PLATFORM = sky130hd
export DESIGN_NAME = LCD
export DESIGN_NICKNAME = LCD
export VERILOG_FILES = /design/flow/design.v
export SDC_FILE = /design/flow/constraint.sdc
export NUM_CORES = 4
export LEC_CHECK = 1
export CORE_AREA = 10 10 100 100
export DIE_AREA = 0 0 110 110
[/design/flow/constraint.sdc]
current_design LCD

set clk_period 2.5
set clk_io_pct 0.2

create_clock -name clk0 -period $clk_period [get_ports {Clock}]

set non_clock_inputs [all_inputs -no_clocks]
set_input_delay [expr $clk_period * $clk_io_pct] -clock clk0 $non_clock_inputs
set_output_delay [expr $clk_period * $clk_io_pct] -clock clk0 [all_outputs]
==> flow_summary_export.csv <==
group,metric,value,unit
worst_hold_path,worst_hold_path.num_cells,1,
final_timing,maxSlewViolCount,0,
cts,cts-root-buf,"clkbuf_8",
floorplan,die_w,110,um
setup_path,setup.worst_path.class,"flop to output port",
pwr,switching_share,0.207,
setup_path,worstPathMaxFanout,4,
setup_path,path_cells,"ha_2 -> ha_4 -> or3_4 -> buf_4 -> buf_6 -> nor2_4 -> o21ai_0 -> a21oi_1 -> buf_2",
logic_synthesis,synth.top_cell.area_share,0.172,
global_routing,grt_first_pass_wirelength,7300,um
setup_path,crit_path_max_incr_delay,390,ps
cts,cts_buffer_depth,2,
final_timing,setup-violations-final,9,
logic_synthesis,yosys_most_used_dff,"dfrtp_1",
global_routing,grt_max_degree,15,
detailed_routing,routedWlPerCell,14.0,um
layout,fillCellCount,820,
final_timing,rsz0062_at_grt,"true",
setup_path,cpMaxStageDelayCell,"or3_4",
pwr,ir_drop,0.000297,V
layout,layout-area-overhead-vs-synth,66.2,%
floorplan,fp_util,0.167,
logic_synthesis,synth_warnings,5,
logic_synthesis,ranking_of_synthesized_cells_by_area,"dfrtp_1, dfstp_2, ha_1",
detailed_routing,route.detailed.drc,0,
pwr,net-switching-power,0.000101,W
layout,finalNonFillerCells,322,
cts,cts_h_tree_lvls,1,
layout,post_layout_utilization_of_the_core,0.278,
global_routing,gr-usage-all-layers,0.0736,
detailed_routing,first_drt_pass_iteration_count,4,
logic_synthesis,post_synth_inst_count,156,
place,placed_cells,311,
logic_synthesis,synth.distinct_cells,32,
final_timing,setup_slack,-174,ps
pwr,power.sequential.fraction,0.435,
setup_path,cp.required,2000,ps
run,maxCapViolations,0,
detailed_routing,avgViaCountPerCell,4.37,
logic_synthesis,xor_share,0.0804,
place,hpwl_after_detailed_placement,3270,um
run,warning_count,32,
logic_synthesis,synthesis.area,0.00131,sq mm
global_routing,number_of_antenna_violations_at_the_first_check_in_global_routing,0,
pwr,power_per_cell_area,223,mW/mm^2
setup_path,worst-r2r-cell-count,3,
final_timing,clock_skew,3.96,ps
final_timing,timing.fmax,374,MHz
cts,cts_hold_buf,0,
global_routing,grt_pass1_vias,1443,
logic_synthesis,post_synth.cell_area_avg,8.38,sq um
logic_synthesis,synthArstFlopShare,1.00,
floorplan,dieHeight,110,um
pwr,power.static_leakage,0.877,nW
logic_synthesis,edf_count,0,
logic_synthesis,yosys.stat.chipArea,0.00131,sq mm
logic_synthesis,adder_cell_share_of_the_synthesized_area,0.0766,
logic_synthesis,ys_top_cells_by_count,"o21ai_0, a21oi_1, nor3_1",
detailed_routing,detailroute.via_count,1407,
layout,area_used_by_multi_input_combinational_logic,0.00101,sq mm
logic_synthesis,most_common_cell,"o21ai_0",
final_timing,timing.max_slew.rel_slack,0.632,
logic_synthesis,largest_area_cell,"dfrtp_1",
floorplan,num_io_pins,46,
pwr,comb_power_share,0.187,
logic_synthesis,topCombFamilyByArea,"AND-OR/OR-AND gates",
global_routing,global_route.overflow_total,0,
run_status,failed_checks,"negative setup slack",
detailed_routing,diodes,0,
logic_synthesis,synth-compound-area-share,0.267,
final_timing,finalWorstPathRequiredPeriod,2670,ps
cts,tritoncts,"built",
detailed_routing,wirelength,4520,um
logic_synthesis,yosys_cells,156,
detailed_routing,drt_iter0_drc,37,
logic_synthesis,synthSimpleGateAreaFrac,0.189,
logic_synthesis,yosys_register_bits,13,
cts,tritoncts.num_buffers,3,
pwr,share_clk_of_total_power,0.378,
logic_synthesis,mux_area_frac,0.0612,
final_timing,setup-tns-final,-1090,ps
layout,layout.area.seq,330,sq um
cts,clk_pin_slew,50,ps
setup_path,critPathCaptureType,"output port",
layout,post_route_cells_drive_above_1_share,0.295,
pwr,cell_internal_pwr,0.000385,W
final_timing,transition_at_the_pin_with_the_smallest_max_transition_slack,550,ps
logic_synthesis,synth-seq-area-share,0.253,
floorplan,core-area,0.00781,sq mm
final_timing,finalHoldWorstSlack,476,ps
place,placement.io_buffers,45,
setup_path,crit_arrival,2170,ps
final_timing,finalCritPeriodShare,1.07,
detailed_routing,ant_nets,0,
floorplan,rows,32,
run_status,status,"finished, violations left",
setup_path,crit_path_start_kind,"flop",
floorplan,die_area,0.0121,sq mm
final_timing,finalHoldViolations,0,
worst_hold_path,hold_path_class,"flop to flop",
cts,clock_latency,240,ps
cts,clock_net_sink_count,13,
place,gp_routability_congestion,0.825,
[kinds of logic (layout without fill, tap and decap cells)]
logic type | count (synthesis) | in the layout
fa+ha+maj | 8 | 8
mux | 8 | 8
compound gates | 51 | 51
flops | 13 | 13
simple gates | 43 | 43
buf+inv | 21 | 85
xor+xnor | 12 | 12
[cells in the final DEF, fill, tap and decap left out, types with 2 or more instances in the layout]
cell             count
clkdlybuf4s50_1     33
buf_4               18
a21oi_1             14
inv_1               10
xor2_1              10
nor3_1              10
buf_2               10
dfrtp_1              9
o21ai_0              9
mux2i_1              8
nor3_4               8
nand2_1              8
nor2_1               8
o221ai_1             7
o21ai_1              7
a221o_1              7
buf_6                6
dfstp_2              4
ha_1                 3
ha_2                 3
clkbuf_8             3
dlygate4sd2_1        3
a211oi_2             2
nor4_1               2
xnor2_1              2
ha_4                 2
[cell type report]
cell class	count	share of cell area
Sequential cell	13	0.152
Clock buffer	4	0.0207
Tap cell	102	0.0587
Timing Repair Buffer	71	0.287
Multi-Input combinational cell	122	0.464
Inverter	10	0.0173
[critical path, delay by kind of cell, from the launching register on]
family,cells,cell delay [ps]
flops,1,380
compound gates,2,290
simple gates,2,490
buf+inv,3,400
fa+ha+maj,2,370
[state kept, by name, summed over array words and instances, names as in the netlist]
| register | count |
|---|---|
| LCD_PWM_inst.State | 2 |
| State | 3 |
| StrobeGenerator0.Counter | 7 |
| StrobeGenerator0.Strobe_o | 1 |
[stage by stage]
stage	power (W)	setup WS [ps]	area, sq um
finish	0.000485	-174	2170
global route	0.000507	-281	2170
global placement	0.000303	-292	1970
CTS	0.000490	-161	2150
detailed placement	0.000302	-331	1970
floorplan	0.000237	321	1310
[power groups by stage]
stage | registers (W) | logic, W | clock network [W]
4_1_cts | 0.000211 | 0.0000913 | 0.000188
5_1_grt | 0.000211 | 0.0000983 | 0.000198
6_report | 0.000211 | 0.0000909 | 0.000183
[final timing paths]
| kind | from | to | slack [ps] |
|---|---|---|---|
| worst max-delay path | State[1] | ComPWM_o[0] | -170 |
| worst min-delay path | StrobeGenerator0.Counter[0] | StrobeGenerator0.Counter[0] | 480 |
| worst max register to register | StrobeGenerator0.Counter[2] | StrobeGenerator0.Counter[2] | 1050 |
| worst min register to register | StrobeGenerator0.Counter[0] | StrobeGenerator0.Counter[0] | 480 |
| max in group asynchronous | Reset | StrobeGenerator0.Counter[6] | 1510 |
| min in group asynchronous | Reset | StrobeGenerator0.Counter[4] | 620 |
[routing by layer]
metal  global-route usage  vias up  part of all wire
met5                    0        -                 0
met4              0.00372        0                 0
met3               0.0159        0             0.068
met2                0.120       49              0.46
met1                0.102      655              0.47
li1                     -      703                 -
[timing repair]
action	4_1_cts	5_1_grt
buffers inserted	6	0
gates resized	62	6
pin swaps	21	4
setup endpoints to repair	12	11
cloned	1	0
Power and IR drop assume default switching activity.
